==> flow/config.mk <==
export PLATFORM = sky130hd
export DESIGN_NAME = cla16
export DESIGN_NICKNAME = cla16
export VERILOG_FILES = /design/flow/design.v
export SDC_FILE = /design/flow/constraint.sdc
export NUM_CORES = 4
export LEC_CHECK = 1
export CORE_AREA = 10 10 82 82
export DIE_AREA = 0 0 92 92
==> flow/constraint.sdc <==
current_design cla16

set clk_period 5.8
set clk_io_pct 0.2

create_clock -name clk0 -period $clk_period

set non_clock_inputs [all_inputs -no_clocks]
set_input_delay [expr $clk_period * $clk_io_pct] -clock clk0 $non_clock_inputs
set_output_delay [expr $clk_period * $clk_io_pct] -clock clk0 [all_outputs]
==> flow/design.v <==
`timescale 1ns / 1ps
`default_nettype none
module gp1(input wire a, b,
           output wire g, p);
   assign g = a & b;
   assign p = a | b;
endmodule
module gp4(input wire [3:0] gin, pin,
           input wire cin,
           output wire gout, pout,
           output wire [2:0] cout);
   assign cout[0] = gin[0] | (cin & pin[0]);    
   assign cout[1] = gin[1] | (pin[1] & gin[0]) | (cin & pin[1] & pin[0]);
   assign cout[2] = gin[2] | (pin[2] & gin[1]) | (pin[2] & pin[1] & gin[0]) | (pin[2] & pin[1] & pin[0] & cin);
   assign gout = gin[3] | (pin[3] & gin[2]) | (pin[3] & pin[2] & gin[1]) | (pin[3] & pin[2] & pin[1] & gin[0]);
   assign pout = (& pin);
endmodule
module cla16
  (input wire [15:0]  a, b,
   input wire         cin,
   output wire [15:0] sum);
   wire [3:0] gin1, gin2, gin3, gin4;
   wire [3:0] pin1, pin2, pin3, pin4;
   gp1 gin11(.a(a[0]), .b(b[0]), .g(gin1[0]), .p(pin1[0]));
   gp1 gin12(.a(a[1]), .b(b[1]), .g(gin1[1]), .p(pin1[1]));
   gp1 gin13(.a(a[2]), .b(b[2]), .g(gin1[2]), .p(pin1[2]));
   gp1 gin14(.a(a[3]), .b(b[3]), .g(gin1[3]), .p(pin1[3]));
   gp1 gin21(.a(a[4]), .b(b[4]), .g(gin2[0]), .p(pin2[0]));
   gp1 gin22(.a(a[5]), .b(b[5]), .g(gin2[1]), .p(pin2[1]));
   gp1 gin23(.a(a[6]), .b(b[6]), .g(gin2[2]), .p(pin2[2]));
   gp1 gin24(.a(a[7]), .b(b[7]), .g(gin2[3]), .p(pin2[3]));
   gp1 gin31(.a(a[8]), .b(b[8]), .g(gin3[0]), .p(pin3[0]));
   gp1 gin32(.a(a[9]), .b(b[9]), .g(gin3[1]), .p(pin3[1]));
   gp1 gin33(.a(a[10]), .b(b[10]), .g(gin3[2]), .p(pin3[2]));
   gp1 gin34(.a(a[11]), .b(b[11]), .g(gin3[3]), .p(pin3[3]));
   gp1 gin41(.a(a[12]), .b(b[12]), .g(gin4[0]), .p(pin4[0]));
   gp1 gin42(.a(a[13]), .b(b[13]), .g(gin4[1]), .p(pin4[1]));
   gp1 gin43(.a(a[14]), .b(b[14]), .g(gin4[2]), .p(pin4[2]));
   gp1 gin44(.a(a[15]), .b(b[15]), .g(gin4[3]), .p(pin4[3]));
   wire [2:0] cout1, cout2, cout3, cout4;
   wire pout1, pout2, pout3, pout4;
   wire gout1, gout2, gout3, gout4;
   wire c12, c23, c34;
   gp4 gp1(.gin(gin1), .pin(pin1), .cin(cin), .gout(gout1), .pout(pout1), .cout(cout1));
   assign c12 = (gout1 | (pout1 & cin));
   gp4 gp2(.gin(gin2), .pin(pin2), .cin(c12), .gout(gout2), .pout(pout2), .cout(cout2));
   assign c23 = (gout2 | (pout2 & c12));
   gp4 gp3(.gin(gin3), .pin(pin3), .cin(c23), .gout(gout3), .pout(pout3), .cout(cout3));
   assign c34 = (gout3 | (pout3 & c23));
   gp4 gp4(.gin(gin4), .pin(pin4), .cin(c34), .gout(gout4), .pout(pout4), .cout(cout4));
   assign sum[0] = a[0] ^ b[0] ^ cin;
   assign sum[1] = a[1] ^ b[1] ^ cout1[0];
   assign sum[2] = a[2] ^ b[2] ^ cout1[1];
   assign sum[3] = a[3] ^ b[3] ^ cout1[2];
   assign sum[4] = a[4] ^ b[4] ^ c12;
   assign sum[5] = a[5] ^ b[5] ^ cout2[0];
   assign sum[6] = a[6] ^ b[6] ^ cout2[1];
   assign sum[7] = a[7] ^ b[7] ^ cout2[2];
   assign sum[8] = a[8] ^ b[8] ^ c23;
   assign sum[9] = a[9] ^ b[9] ^ cout3[0];
   assign sum[10] = a[10] ^ b[10] ^ cout3[1];
   assign sum[11] = a[11] ^ b[11] ^ cout3[2];
   assign sum[12] = a[12] ^ b[12] ^ c34;
   assign sum[13] = a[13] ^ b[13] ^ cout4[0];
   assign sum[14] = a[14] ^ b[14] ^ cout4[1];
   assign sum[15] = a[15] ^ b[15] ^ cout4[2];
endmodule
module gpn
  #(parameter N = 4)
  (input wire [N-1:0] gin, pin,
   input wire  cin,
   output wire gout, pout,
   output wire [N-2:0] cout);
endmodule
==> flow/run.sh <==
#!/bin/bash
# OpenROAD 26Q1-2900-gdf79404cd8, Yosys 0.63+post, stock flow scripts
make -C /OpenROAD-flow-scripts/flow DESIGN_CONFIG=/design/flow/config.mk WORK_HOME=/design/flow/orfs finish
==> summary.txt <==
flow finished, numbers: outcome completed, flop count 0, post-layout period usage 89.2%, Min-Delay Path Class in2out, DR DRC count 0, antenna violations before repair 0, CP startpoint kind primary input, PortBufs 49, CP max stage delay 490 ps, Period minus WS final 5170 ps, Top delay family on crit path buffers and inverters, die width 92 um, DR WL met2 1.12 mm, post-synthesis area per instance 7.55 um^2, dpl hpwl 2.36 mm, Placement Rows 26, slew margin rel. 72.4%, Finish-stage setup viols 0, Critical Path AT 4010 ps, final hold vios 0, post-CTS setup buffers 0, WS Path Type in2out, Iter 0 DRT Violations 7, Worst Hold Path EP sum[7], Crit Path Max Fanout 4, fp util 18.7%, pwr dens 87.9 nW/um^2, Mapped Area 951 um^2, ys cells 126, Design Area, Final 1530 um^2, main area contributors ha_1 (39%), inv_1 (16%), fa_1 (8.4%), Resize count post-CTS 0, CP endpoint kind output port, I/O pin cnt 49, top post-synthesis cells by count inv_1 (40), ha_1 (30), nor2_1 (7), xnor2_1 (7), a21oi_1 (6), Worst Hold Slack 3390 ps, Chip Area 8460 um^2, all-layer global routing usage 5.85%, Detailed Route WL 2.44 mm, worst vdd ir 0.0000391 V, RePlAce Congestion 0.714, TNS Setup 0 ps, total chip power 134 uW, WL met1 1.05 mm, distinct lib cells 23, Slew Viols, Final 0, Chip Area, Yosys 951 um^2, total gr overflow 0, Synth top cell by count inv_1, largest net degree at the start of global routing 6, diode count 0, crit path DRT 4640 ps, Bufs and invs on worst path 3, global-route wire length before repair 4.28 mm, leak pwr 0.000760 uW, share of layout cells above drive strength 1 0.571%, worst-path cell chain clkdlybuf4s50_1, inv_1, ha_1, nor3_1, o21ai_0, a31oi_1, o21ai_0, and2_1, o31ai_1, fa_1, xor2_1, clkdlybuf4s50_1, Reg area 0 um^2, vias in the first global route 972, chip height 92 um, DRT antenna net count 0, area post-placement 1530 um^2, Area Overhead vs Synth 60.8%, Seq share, synth 0%, number of synthesis warnings 0, Filler cells 575, max-cap violations 0, Top Layer Used met3, metal3 WL 271 um, RSZ-0062 raised after global routing no, clock buf count 0, Final Core Density 30.1%, core area 5070 um^2, post-synth top area share 39.5%, Hold Path Stages 5, Cells after Synth 126, drt pass-1 iters 4, worst-margin pin slew 410 ps, DR WL/cell 9.95 um, f_max 193 MHz, count of tool warnings 51, Critical-path top delay cell clkdlybuf4s50_1, Post-CTS Hold Fix Bufs 0, leading area contributor after synthesis ha_1, Hold Path Origin b[7], Vias per Instance 3.65, Via Count 895
-- cell type report --
cell class | count | area (um^2) | area share, %
multi-input cells | 86 | 801 | 52.4
repair buffers | 49 | 490 | 32.1
inverters | 40 | 150 | 9.82
well taps | 70 | 87.6 | 5.73
-- how the worst max path moves through the flow --
stage / from / end / slack [ps] / cells past startpoint
global route: a[2] / sum[13] / 360 / 12
CTS: a[2] / sum[13] / 590 / 12
finish: a[2] / sum[13] / 630 / 12
-- kinds of logic (layout without fill, tap and decap cells) --
kind of cell,after synthesis,after routing,synth area share (%)
compound gates,22,22,15.4
xor+xnor,12,12,11.1
fa+ha+maj,34,34,47.9
buf+inv,40,89,15.8
simple gates,18,18,9.87
-- metal layers --
layer | track usage [%] | vias up
met1 | 6.98 | 375
met5 | 0 | -
met2 | 10.1 | 30
met3 | 2.64 | 0
met4 | 0 | 0
li1 | - | 490
-- layout by cell type (no fill, tap or decap) --
cell type and n:
o221ai_2 1, o31ai_1 2, a21oi_1 6, ha_1 30, a311oi_1 1, nor3b_1 1, a21boi_0 1, inv_1 40
o21bai_1 4, and2_1 1, or4_1 2, fa_1 4, nor2_1 7, o311ai_0 1, nand2b_1 1, nor2b_1 3
nand3_1 1, a31oi_1 1, nand2_1 1, xnor2_1 7, o21ai_0 5, xor2_1 5, nor3_1 1, clkdlybuf4s50_1 49
-- per-stage QoR --
stage	std cells	worst slack (ps)
finish	245	628
global route	245	360
CTS	245	591
detailed placement	245	603
global placement	245	636
floorplan	126	1780
-- where the power goes --
| group | switching, uW | internal (uW) |
|---|---|---|
| Sequential | 0 | 0 |
| Clock | 0 | 0 |
| Combinational | 46.4 | 88.0 |
| Total | 46.4 | 88.0 |
Power is estimated from default activity; no workload was simulated.
