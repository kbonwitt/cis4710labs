==> ./design.v <==
`timescale 1ns / 1ps
`default_nettype none
module lc4_divider(input  wire [15:0] i_dividend,
                   input  wire [15:0] i_divisor,
                   output wire [15:0] o_remainder,
                   output wire [15:0] o_quotient);
      wire [15:0] dividend_1, remainder_1, quotient_1;
      lc4_divider_one_iter i0(.i_dividend(i_dividend), .i_divisor(i_divisor),
             .i_remainder(16'b0), .i_quotient(16'b0),
             .o_dividend(dividend_1), .o_remainder(remainder_1), .o_quotient(quotient_1));
      wire [15:0] dividend_2, remainder_2, quotient_2;
      lc4_divider_one_iter i1(.i_dividend(dividend_1), .i_divisor(i_divisor),
             .i_remainder(remainder_1), .i_quotient(quotient_1),
             .o_dividend(dividend_2), .o_remainder(remainder_2), .o_quotient(quotient_2));
      wire [15:0] dividend_3, remainder_3, quotient_3;
      lc4_divider_one_iter i2(.i_dividend(dividend_2), .i_divisor(i_divisor),
             .i_remainder(remainder_2), .i_quotient(quotient_2),
             .o_dividend(dividend_3), .o_remainder(remainder_3), .o_quotient(quotient_3));
      wire [15:0] dividend_4, remainder_4, quotient_4;
      lc4_divider_one_iter i3(.i_dividend(dividend_3), .i_divisor(i_divisor),
             .i_remainder(remainder_3), .i_quotient(quotient_3),
             .o_dividend(dividend_4), .o_remainder(remainder_4), .o_quotient(quotient_4));
      wire [15:0] dividend_5, remainder_5, quotient_5;
      lc4_divider_one_iter i4(.i_dividend(dividend_4), .i_divisor(i_divisor),
             .i_remainder(remainder_4), .i_quotient(quotient_4),
             .o_dividend(dividend_5), .o_remainder(remainder_5), .o_quotient(quotient_5));
      wire [15:0] dividend_6, remainder_6, quotient_6;
      lc4_divider_one_iter i5(.i_dividend(dividend_5), .i_divisor(i_divisor),
             .i_remainder(remainder_5), .i_quotient(quotient_5),
             .o_dividend(dividend_6), .o_remainder(remainder_6), .o_quotient(quotient_6));
      wire [15:0] dividend_7, remainder_7, quotient_7;
      lc4_divider_one_iter i6(.i_dividend(dividend_6), .i_divisor(i_divisor),
             .i_remainder(remainder_6), .i_quotient(quotient_6),
             .o_dividend(dividend_7), .o_remainder(remainder_7), .o_quotient(quotient_7));
      wire [15:0] dividend_8, remainder_8, quotient_8;
      lc4_divider_one_iter i7(.i_dividend(dividend_7), .i_divisor(i_divisor),
             .i_remainder(remainder_7), .i_quotient(quotient_7),
             .o_dividend(dividend_8), .o_remainder(remainder_8), .o_quotient(quotient_8));
      wire [15:0] dividend_9, remainder_9, quotient_9;
      lc4_divider_one_iter i8(.i_dividend(dividend_8), .i_divisor(i_divisor),
             .i_remainder(remainder_8), .i_quotient(quotient_8),
             .o_dividend(dividend_9), .o_remainder(remainder_9), .o_quotient(quotient_9));
      wire [15:0] dividend_10, remainder_10, quotient_10;
      lc4_divider_one_iter i9(.i_dividend(dividend_9), .i_divisor(i_divisor),
             .i_remainder(remainder_9), .i_quotient(quotient_9),
             .o_dividend(dividend_10), .o_remainder(remainder_10), .o_quotient(quotient_10));
      wire [15:0] dividend_11, remainder_11, quotient_11;
      lc4_divider_one_iter i10(.i_dividend(dividend_10), .i_divisor(i_divisor),
             .i_remainder(remainder_10), .i_quotient(quotient_10),
             .o_dividend(dividend_11), .o_remainder(remainder_11), .o_quotient(quotient_11));
      wire [15:0] dividend_12, remainder_12, quotient_12;
      lc4_divider_one_iter i11(.i_dividend(dividend_11), .i_divisor(i_divisor),
             .i_remainder(remainder_11), .i_quotient(quotient_11),
             .o_dividend(dividend_12), .o_remainder(remainder_12), .o_quotient(quotient_12));
      wire [15:0] dividend_13, remainder_13, quotient_13;
      lc4_divider_one_iter i12(.i_dividend(dividend_12), .i_divisor(i_divisor),
             .i_remainder(remainder_12), .i_quotient(quotient_12),
             .o_dividend(dividend_13), .o_remainder(remainder_13), .o_quotient(quotient_13));
      wire [15:0] dividend_14, remainder_14, quotient_14;
      lc4_divider_one_iter i13(.i_dividend(dividend_13), .i_divisor(i_divisor),
             .i_remainder(remainder_13), .i_quotient(quotient_13),
             .o_dividend(dividend_14), .o_remainder(remainder_14), .o_quotient(quotient_14));
      wire [15:0] dividend_15, remainder_15, quotient_15;
      lc4_divider_one_iter i14(.i_dividend(dividend_14), .i_divisor(i_divisor),
             .i_remainder(remainder_14), .i_quotient(quotient_14),
             .o_dividend(dividend_15), .o_remainder(remainder_15), .o_quotient(quotient_15));
      wire [15:0] dividend_16, remainder_16, quotient_16;
      lc4_divider_one_iter i15(.i_dividend(dividend_15), .i_divisor(i_divisor),
             .i_remainder(remainder_15), .i_quotient(quotient_15),
             .o_dividend(dividend_16), .o_remainder(remainder_16), .o_quotient(quotient_16));
      wire i_divisor_zero;
      assign i_divisor_zero = i_divisor == 16'b0;
      assign o_remainder = i_divisor_zero ? 16'b0: remainder_16;
      assign o_quotient = i_divisor_zero ? 16'b0: quotient_16;
endmodule  
module lc4_divider_one_iter(input  wire [15:0] i_dividend,
                            input  wire [15:0] i_divisor,
                            input  wire [15:0] i_remainder,
                            input  wire [15:0] i_quotient,
                            output wire [15:0] o_dividend,
                            output wire [15:0] o_remainder,
                            output wire [15:0] o_quotient);
      assign o_dividend = i_dividend << 1;
      wire [15:0] remainder_updated;
      assign remainder_updated = (i_dividend >> 15 & 1'b1) | (i_remainder << 1);
      wire remainder_lt_divisor;
      assign remainder_lt_divisor = remainder_updated < i_divisor;
      assign o_remainder = remainder_lt_divisor ? remainder_updated : (remainder_updated - i_divisor);
      assign o_quotient = remainder_lt_divisor ? (i_quotient << 1) : ( (i_quotient << 1) | 1'b1);
endmodule
==> ./run.sh <==
#!/bin/bash
# OpenROAD 26Q1-2900-gdf79404cd8, Yosys 0.63+post, stock flow scripts
make -C /OpenROAD-flow-scripts/flow DESIGN_CONFIG=/design/flow/config.mk WORK_HOME=/design/flow/orfs finish
==> ./config.mk <==
export PLATFORM = sky130hd
export DESIGN_NAME = lc4_divider
export DESIGN_NICKNAME = lc4_divider
export VERILOG_FILES = /design/flow/design.v
export SDC_FILE = /design/flow/constraint.sdc
export NUM_CORES = 4
export LEC_CHECK = 1
export CORE_UTILIZATION = 50
==> ./constraint.sdc <==
current_design lc4_divider

set clk_period 64.8
set clk_io_pct 0.2

create_clock -name clk0 -period $clk_period

set non_clock_inputs [all_inputs -no_clocks]
set_input_delay [expr $clk_period * $clk_io_pct] -clock clk0 $non_clock_inputs
set_output_delay [expr $clk_period * $clk_io_pct] -clock clk0 [all_outputs]
==> results.json <==
{
  "status": "finished, final reports clean",
  "cts-resized-gates": 0,
  "syn_to_final_growth_pct": 9.04,
  "rows": 59,
  "cp.depth": 138,
  "core-area_um2": 26100,
  "cp-end-kind": "output port",
  "crit_path_end": "o_remainder[3]",
  "num_io_pins": 64,
  "layout-drive-gt1-share_pct": 6.71,
  "max_freq_mhz": 16.1,
  "synth_stat.cells": 1918,
  "totalWireLength_mm": 42.5,
  "stdcell_area_um2": 14500,
  "postSynthSeqShare_pct": 0,
  "portBuffers": 64,
  "place_congestion": 0.979,
  "startpoint_type": "input pin",
  "syn_area_per_cell_um2": 6.93,
  "hp-start": "i_dividend[0]",
  "final_common_cell": "ha_1",
  "simple_gate_share_pct": 22.0,
  "period_used_pct": 95.8,
  "design.seq.count": 0,
  "ant_nets": 0,
  "die-width_um": 165,
  "critPathMaxStageDelay_ns": 0.58,
  "ys.warnings.count": 0,
  "final-hold-violation-count": 0,
  "detail_route.wl_per_cell_um": 18.5,
  "hold_path.class": "input pin to output port",
  "grt.total_usage_pct": 31.7,
  "cap_violations": 0,
  "worstMarginPinSlew_ns": 0.739,
  "via_per_inst": 6.07,
  "tns_ns": 0,
  "diodes": 0,
  "cp-startpoint": "i_divisor[14]",
  "setup_viol": 0,
  "final_cell_mix": "ha_1, nand2_1, nor2_1, a21oi_1, o21ai_0",
  "top_area_share_pct": 22.7,
  "place_area_um2": 14400,
  "ys_area_um2": 13300,
  "dieArea_um2": 27200,
  "relSlewSlack_pct": 50.4,
  "cp_top_family": "AND-OR/OR-AND gates",
  "adder_share_pct": 24.9,
  "drt_iter0_drc": 859,
  "period_needed_ns": 62.08,
  "compound_area_share_pct": 34.1,
  "grt_pass1_vias": 12500,
  "post_cts_buffers": 0,
  "cp.required_ns": 51.84,
  "initial_utilization_pct": 51.0,
  "grt_overflow": 0,
  "cp_max_fo": 30,
  "syn_area_um2": 13300,
  "vias": 14000,
  "syn_inst": 1918,
  "crit_arrival_ns": 49.12,
  "antenna_found_initial": 0,
  "drv_slew": 0,
  "synth_cell_types": 101,
  "grt_pass1_wl_mm": 66.7,
  "mux_share_pct": 3.70,
  "fp.dieH_um": 165,
  "drcViolationCount": 0,
  "nClkBuffers": 0,
  "worst-setup-path-type": "input pin to output port",
  "top_area_cell": "ha_1",
  "place_hpwl_mm": 33.4,
  "slowest_stage": "or4_4",
  "cts_hold_buf": 0,
  "flop_area_um2": 0,
  "critPathBufInv": 8,
  "drtPass1Iterations": 5,
  "tool_warnings": 32,
  "topCellsByArea": "ha_1, a21oi_1, xnor2_1",
  "grt_max_degree": 31,
  "holdWs_ns": 26.90,
  "synthXorXnorAreaFrac_pct": 10.3,
  "synth.logic.top_family": "AND-OR/OR-AND gates",
  "rsz0062_at_grt": "no"
}
cells in the mapped netlist (14+ instances only):
| cell | number |
|---|---|
| a21o_1 | 80 |
| o21a_1 | 50 |
| or3_1 | 15 |
| nor3_1 | 54 |
| xor2_1 | 60 |
| o21bai_1 | 16 |
| o211ai_1 | 17 |
| nand3_1 | 37 |
| xnor2_1 | 97 |
| a211oi_1 | 27 |
| nor2b_1 | 24 |
| nand2b_1 | 24 |
| a31oi_1 | 25 |
| o31ai_1 | 14 |
| a21oi_1 | 179 |
| nand2_1 | 198 |
| mux2_2 | 19 |
| clkbuf_1 | 28 |
| nor2_1 | 184 |
| mux2i_1 | 18 |
| o21ai_0 | 128 |
| and2_1 | 20 |
| fa_1 | 15 |
| ha_1 | 241 |
| inv_1 | 114 |
cells by family after synthesis:
kind of cell,count (synthesis)
compound gates,676
xor+xnor,157
fa+ha+maj,256
buf+inv,166
mux,44
other cells,1
simple gates,618
area by class of cell:
cell class         instances  area (um^2)
fillers                 2561        11600
multi-input cells       1758        12800
inverters                115          432
well taps                335          419
repair buffers            93          858
worst min-delay path by stage:
stage | end | slack [ns] | cells past startpoint
4_1_cts | o_remainder[0] | 26.91 | 4
6_report | o_remainder[0] | 26.90 | 4
5_1_grt | o_remainder[0] | 27.02 | 4
layer usage:
metal	GRT usage (%)	up-vias	wire (um)
met4	4.63	0	701
met5	0	-	0
met3	2.29	40	2050
li1	-	7180	-
met2	51.9	358	19100
met1	46.3	6381	20600
stage by stage:
step | utilization (%) | worst slack (ns) | std cells
CTS | 55.2 | 0.663 | 2301
global placement | 55.2 | 1.49 | 2301
detailed placement | 55.2 | 0.821 | 2301
finish | 55.6 | 2.72 | 2301
global route | 55.6 | 0.0366 | 2301
floorplan | - | 5.12 | 1924
